### run.sh
#!/bin/bash
# OpenROAD 26Q1-2900-gdf79404cd8, Yosys 0.63+post, stock flow scripts
make -C /OpenROAD-flow-scripts/flow DESIGN_CONFIG=/design/flow/config.mk WORK_HOME=/design/flow/orfs finish
### config.mk
export PLATFORM = sky130hd
export DESIGN_NAME = cla_25
export DESIGN_NICKNAME = cla_25
export VERILOG_FILES = /design/flow/design.v
export SDC_FILE = /design/flow/constraint.sdc
export NUM_CORES = 4
export LEC_CHECK = 1
export CORE_AREA = 10 10 97 97
export DIE_AREA = 0 0 107 107
### constraint.sdc
current_design cla_25

set clk_period 14.1
set clk_io_pct 0.2

create_clock -name clk0 -period $clk_period

set non_clock_inputs [all_inputs -no_clocks]
set_input_delay [expr $clk_period * $clk_io_pct] -clock clk0 $non_clock_inputs
set_output_delay [expr $clk_period * $clk_io_pct] -clock clk0 [all_outputs]
### design.v
module cla_25(A,B,CIN,OUT,OF);
		input  [24:0] A,B;
		input   CIN;
		output [24:0] OUT;
		output  OF;
	wire COUT0, COUT1, COUT2, COUT3, COUT4,COUT5;
	cla claalu_0(.A(A[3:0]), .B(B[3:0]), .CIN(CIN),   .COUT(COUT0), .S(OUT[3:0]));
	cla claalu_1(.A(A[7:4]), .B(B[7:4]), .CIN(COUT0), .COUT(COUT1), .S(OUT[7:4]));
	cla claalu_2(.A(A[11:8]), .B(B[11:8]), .CIN(COUT1), .COUT(COUT2), .S(OUT[11:8]));
	cla claalu_3(.A(A[15:12]), .B(B[15:12]), .CIN(COUT2), .COUT(COUT3), .S(OUT[15:12]));
	cla claalu_4(.A(A[19:16]),	.B(B[19:16]), .CIN(COUT3), .COUT(COUT4), .S(OUT[19:16]));
	cla claalu_5(.A(A[23:20]),	.B(B[23:20]), .CIN(COUT4), .COUT(COUT5), .S(OUT[23:20]));
	assign OUT[24] = A[24] ^ B[24] ^ COUT5;	
	assign OF = (A[24] & B[24]) | (B[24] & COUT5) | (COUT5 & A[24]);
endmodule 
module cla(A,B,CIN,COUT,S);
input [3:0] A,B ;
input CIN ;
output COUT ;
output [3:0] S ;
wire [3:0] P,G ;
assign P = A^B ;
assign G = A&B ;
wire [3:0] Carry ;
assign Carry[0] = G[0] | (P[0]&CIN) ;
assign Carry[1] = G[1] | (P[1]&G[0]) | (P[1]&P[0]&CIN) ;
assign Carry[2] = G[2] | (P[2]&G[1]) | (P[2]&P[1]&G[0]) | (P[2]&P[1]&P[0]&CIN) ;
assign Carry[3] = G[3] | (P[3]&G[2]) | (P[3]&P[2]&G[1]) | (P[3]&P[2]&P[1]&G[0]) | (P[3]&P[2]&P[1]&P[0]&CIN) ;
assign COUT = Carry[3] ;
assign S = P ^ {Carry[2:0],CIN} ;
endmodule 
module hcla(A,B,CIN,COUT,S);
		input  [1:0] A, B;
		input  CIN;
		output COUT;
		output [1:0] S;
	wire [1:0] P, G; 
	assign P = A ^ B;
	assign G = A & B;
	wire [1:0] CARRY;
	assign CARRY[0] = G[0] | (P[0] & CIN);										 
	assign CARRY[1] = G[1] | (P[1] & G[0]) | (P[1] & P[0] & CIN);		 
	assign COUT  = CARRY[1];
	assign S = P ^ {CARRY[0], CIN};
endmodule 
module mul_l1(A,B,OUT12,OUT34,OUT56,OUT78,OUT910,OUT1112,OUT1314,OUT1516,OUT1718,OUT1920,OUT2122,OUT2324);
input [23:0] A,B ;
output [2:0] OUT12 ;
output [4:0] OUT34 ;
output [6:0] OUT56 ;
output [8:0] OUT78 ;
output [10:0] OUT910 ;
output [12:0] OUT1112 ;
output [14:0] OUT1314 ;
output [16:0] OUT1516 ;
output [18:0] OUT1718 ;
output [20:0] OUT1920 ;
output [22:0] OUT2122 ;
output [24:0] OUT2324 ;
	wire W1;
	wire [1:0] W2;
	wire [2:0] W3;
	wire [3:0] W4;
	wire [4:0] W5;
	wire [5:0] W6;
	wire [6:0] W7;
	wire [7:0] W8;
	wire [8:0] W9;
	wire [9:0] W10;
	wire [10:0] W11;
	wire [11:0] W12;
	wire [12:0] W13;
	wire [13:0] W14;
	wire [14:0] W15;
	wire [15:0] W16;
	wire [16:0] W17;
	wire [17:0] W18;
	wire [18:0] W19;
	wire [19:0] W20;
	wire [20:0] W21;
	wire [21:0] W22;
	wire [22:0] W23;
	wire [23:0] W24;
	assign W1  = (B[0]  == 1'b1) ? A[23]    : 1'b0;
	assign W2  = (B[1]  == 1'b1) ? A[23:22] : 2'b0;
	assign W3  = (B[2]  == 1'b1) ? A[23:21] : 3'b0;
	assign W4  = (B[3]  == 1'b1) ? A[23:20] : 4'b0;
	assign W5  = (B[4]  == 1'b1) ? A[23:19] : 5'b0;
	assign W6  = (B[5]  == 1'b1) ? A[23:18] : 6'b0;
	assign W7  = (B[6]  == 1'b1) ? A[23:17] : 7'b0;
	assign W8  = (B[7]  == 1'b1) ? A[23:16] : 8'b0;
	assign W9  = (B[8]  == 1'b1) ? A[23:15] : 9'b0;
	assign W10 = (B[9]  == 1'b1) ? A[23:14] : 10'b0;
	assign W11 = (B[10] == 1'b1) ? A[23:13] : 11'b0;
	assign W12 = (B[11] == 1'b1) ? A[23:12] : 12'b0;
	assign W13 = (B[12] == 1'b1) ? A[23:11] : 13'b0;
	assign W14 = (B[13] == 1'b1) ? A[23:10] : 14'b0;
	assign W15 = (B[14] == 1'b1) ? A[23:9]  : 15'b0;
	assign W16 = (B[15] == 1'b1) ? A[23:8]  : 16'b0;
	assign W17 = (B[16] == 1'b1) ? A[23:7]  : 17'b0;
	assign W18 = (B[17] == 1'b1) ? A[23:6]  : 18'b0;
	assign W19 = (B[18] == 1'b1) ? A[23:5]  : 19'b0;
	assign W20 = (B[19] == 1'b1) ? A[23:4]  : 20'b0;
	assign W21 = (B[20] == 1'b1) ? A[23:3]  : 21'b0;
	assign W22 = (B[21] == 1'b1) ? A[23:2]  : 22'b0;
	assign W23 = (B[22] == 1'b1) ? A[23:1]  : 23'b0;
	assign W24 = (B[23] == 1'b1) ? A[23:0]  : 24'b0;
	hcla l1_00(.A({1'b0,W1}), .B(W2), .CIN(1'b0), .COUT(OUT12[2]), .S(OUT12[1:0]));
	cla  l1_10(.A({1'b0,W3}), .B(W4), .CIN(1'b0), .COUT(OUT34[4]), .S(OUT34[3:0]));
	wire CARRY56;
	cla  l1_20(.A(W5[3:0]), .B(W6[3:0]), .CIN(1'b0), .COUT(CARRY56), .S(OUT56[3:0]));
	hcla l1_21(.A({1'b0,W5[4]}), .B(W6[5:4]), .CIN(CARRY56), .COUT(OUT56[6]), .S(OUT56[5:4]));
	wire CARRY78;
	cla  l1_30(.A(W7[3:0]), .B(W8[3:0]), .CIN(1'b0), .COUT(CARRY78), .S(OUT78[3:0]));
	cla  l1_31(.A({1'b0,W7[6:4]}), .B(W8[7:4]), .CIN(CARRY78), .COUT(OUT78[8]), .S(OUT78[7:4]));
	wire CARRY910_0, CARRY910_1;
	cla  l1_40(.A(W9[3:0]), .B(W10[3:0]), .CIN(1'b0), .COUT(CARRY910_0), .S(OUT910[3:0]));
	cla  l1_41(.A(W9[7:4]), .B(W10[7:4]), .CIN(CARRY910_0), .COUT(CARRY910_1), .S(OUT910[7:4]));
	hcla l1_42(.A({1'b0,W9[8]}), .B(W10[9:8]), .CIN(CARRY910_1), .COUT(OUT910[10]), .S(OUT910[9:8]));
	wire CARRY1112_0, CARRY1112_1;
	cla  l1_50(.A(W11[3:0]), .B(W12[3:0]), .CIN(1'b0), .COUT(CARRY1112_0), .S(OUT1112[3:0]));
	cla  l1_51(.A(W11[7:4]), .B(W12[7:4]), .CIN(CARRY1112_0), .COUT(CARRY1112_1), .S(OUT1112[7:4]));
	cla  l1_52(.A({1'b0,W11[10:8]}), .B(W12[11:8]), .CIN(CARRY1112_1), .COUT(OUT1112[12]), .S(OUT1112[11:8]));
	wire CARRY1314_0, CARRY1314_1, CARRY1314_2;
	cla  l1_60(.A(W13[3:0]), .B(W14[3:0]), .CIN(1'b0), .COUT(CARRY1314_0), .S(OUT1314[3:0]));
	cla  l1_61(.A(W13[7:4]), .B(W14[7:4]), .CIN(CARRY1314_0), .COUT(CARRY1314_1), .S(OUT1314[7:4]));
	cla  l1_62(.A(W13[11:8]), .B(W14[11:8]), .CIN(CARRY1314_1), .COUT(CARRY1314_2), .S(OUT1314[11:8]));
	hcla l1_63(.A({1'b0,W13[12]}), .B(W14[13:12]), .CIN(CARRY1314_2), .COUT(OUT1314[14]), .S(OUT1314[13:12]));
	wire CARRY1516_0, CARRY1516_1, CARRY1516_2;
	cla  l1_70(.A(W15[3:0]), .B(W16[3:0]), .CIN(1'b0), .COUT(CARRY1516_0), .S(OUT1516[3:0]));
	cla  l1_71(.A(W15[7:4]), .B(W16[7:4]), .CIN(CARRY1516_0), .COUT(CARRY1516_1), .S(OUT1516[7:4]));
	cla  l1_72(.A(W15[11:8]), .B(W16[11:8]), .CIN(CARRY1516_1), .COUT(CARRY1516_2), .S(OUT1516[11:8]));
	cla  l1_73(.A({1'b0,W15[14:12]}), .B(W16[15:12]), .CIN(CARRY1516_2), .COUT(OUT1516[16]), .S(OUT1516[15:12]));
	wire CARRY1718_0, CARRY1718_1, CARRY1718_2, CARRY1718_3;
	cla  l1_80(.A(W17[3:0]), .B(W18[3:0]), .CIN(1'b0), .COUT(CARRY1718_0), .S(OUT1718[3:0]));
	cla  l1_81(.A(W17[7:4]), .B(W18[7:4]), .CIN(CARRY1718_0), .COUT(CARRY1718_1), .S(OUT1718[7:4]));
	cla  l1_82(.A(W17[11:8]), .B(W18[11:8]), .CIN(CARRY1718_1), .COUT(CARRY1718_2), .S(OUT1718[11:8]));
	cla  l1_83(.A(W17[15:12]), .B(W18[15:12]), .CIN(CARRY1718_2), .COUT(CARRY1718_3), .S(OUT1718[15:12]));
	hcla l1_84(.A({1'b0,W17[16]}), .B(W18[17:16]), .CIN(CARRY1718_3), .COUT(OUT1718[18]), .S(OUT1718[17:16]));
	wire CARRY1920_0, CARRY1920_1, CARRY1920_2, CARRY1920_3;
	cla  l1_90(.A(W19[3:0]), .B(W20[3:0]), .CIN(1'b0), .COUT(CARRY1920_0), .S(OUT1920[3:0]));
	cla  l1_91(.A(W19[7:4]), .B(W20[7:4]), .CIN(CARRY1920_0), .COUT(CARRY1920_1), .S(OUT1920[7:4]));
	cla  l1_92(.A(W19[11:8]), .B(W20[11:8]), .CIN(CARRY1920_1), .COUT(CARRY1920_2), .S(OUT1920[11:8]));
	cla  l1_93(.A(W19[15:12]), .B(W20[15:12]), .CIN(CARRY1920_2), .COUT(CARRY1920_3), .S(OUT1920[15:12]));
	cla  l1_94(.A({1'b0,W19[18:16]}), .B(W20[19:16]), .CIN(CARRY1920_3), .COUT(OUT1920[20]), .S(OUT1920[19:16]));
	wire CARRY2122_0, CARRY2122_1, CARRY2122_2, CARRY2122_3, CARRY2122_4;
	cla  l1_100(.A(W21[3:0]), .B(W22[3:0]), .CIN(1'b0), .COUT(CARRY2122_0), .S(OUT2122[3:0]));
	cla  l1_101(.A(W21[7:4]), .B(W22[7:4]), .CIN(CARRY2122_0), .COUT(CARRY2122_1), .S(OUT2122[7:4]));
	cla  l1_102(.A(W21[11:8]), .B(W22[11:8]), .CIN(CARRY2122_1), .COUT(CARRY2122_2), .S(OUT2122[11:8]));
	cla  l1_103(.A(W21[15:12]), .B(W22[15:12]), .CIN(CARRY2122_2), .COUT(CARRY2122_3), .S(OUT2122[15:12]));
	cla  l1_104(.A(W21[19:16]), .B(W22[19:16]), .CIN(CARRY2122_3), .COUT(CARRY2122_4), .S(OUT2122[19:16]));
	hcla l1_105(.A({1'b0,W21[20]}), .B(W22[21:20]), .CIN(CARRY2122_4), .COUT(OUT2122[22]), .S(OUT2122[21:20]));
	wire CARRY2324_0, CARRY2324_1, CARRY2324_2, CARRY2324_3, CARRY2324_4;
	cla  l1_110(.A(W23[3:0]), .B(W24[3:0]), .CIN(1'b0), .COUT(CARRY2324_0), .S(OUT2324[3:0]));
	cla  l1_111(.A(W23[7:4]), .B(W24[7:4]), .CIN(CARRY2324_0), .COUT(CARRY2324_1), .S(OUT2324[7:4]));
	cla  l1_112(.A(W23[11:8]), .B(W24[11:8]), .CIN(CARRY2324_1), .COUT(CARRY2324_2), .S(OUT2324[11:8]));
	cla  l1_113(.A(W23[15:12]), .B(W24[15:12]), .CIN(CARRY2324_2), .COUT(CARRY2324_3), .S(OUT2324[15:12]));
	cla  l1_114(.A(W23[19:16]), .B(W24[19:16]), .CIN(CARRY2324_3), .COUT(CARRY2324_4), .S(OUT2324[19:16]));
	cla  l1_115(.A({1'b0,W23[22:20]}), .B(W24[23:20]), .CIN(CARRY2324_4), .COUT(OUT2324[24]), .S(OUT2324[23:20]));
endmodule
==> impl_metrics.env <==
# yosys + openroad results
export IMPL_endpoint_kind="primary output"
export IMPL_yosys_area_top_type="ha_1"
export IMPL_grt_overflow=0
export IMPL_cts_hold_buffers_added=0
export IMPL_syn_avg_cell_area_um2=8.38
export IMPL_n_sequential_cell=0
export IMPL_preCtsSetupSlack_ns=5.34
export IMPL_finalWeightedCongestion=0.740
export IMPL_critPathKind="in -> out"
export IMPL_max_slew_margin_pct=73.9
export IMPL_worst_slew_pin_slew_ns=0.387
export IMPL_fin_crit_sh_pct=62.0
export IMPL_vias_in_the_first_global_route=1262
export IMPL_leakagePower_nw=0.832
export IMPL_grt_first_pass_wirelength_mm=5.99
export IMPL_fp_row_count=31
export IMPL_critPathRequiredTime_ns=11.28
export IMPL_grt_antenna_before_repair=0
export IMPL_hold_viol_final=0
export IMPL_dp_hpwl_mm=3.46
export IMPL_global_route_peak_usage_layer="met2"
export IMPL_die_size_x_um=107
export IMPL_worstPathMaxFanout=5
export IMPL_drive_gt1_share_pct=4.37
export IMPL_cts_repair_timing_setup_buffer_count=0
export IMPL_antennaDiodeCount=0
export IMPL_min_path_type="in -> out"
export IMPL_worst_case_vdd_ir_drop_uv=16.0
export IMPL_synth_yosys_seq_area_share_pct=0
export IMPL_synth_cell_types=38
export IMPL_finalInstanceArea_um2=1980
export IMPL_yosys_stat_area_um2=1090
export IMPL_worstHoldStart="B[24]"
export IMPL_route_detailed_drc=0
export IMPL_grt_setup_unrepaired="no"
export IMPL_postCtsResizedCells=0
export IMPL_count_of_boundary_i_o_pins=77
export IMPL_sum_of_internal_switching_and_leakage_power_mw=0.0893
export IMPL_number_of_cells_produced_by_synthesis=130
export IMPL_yosysWarningCount=0
export IMPL_post_route_min_period_ns=8.74
export IMPL_die_area_um2=11400
export IMPL_synth_stat_cells=130
export IMPL_io_buffer_count=77
export IMPL_die_height_um=107
export IMPL_postRouteAntennaNets=0
export IMPL_warnings=32
export IMPL_flop_area_um2=0
export IMPL_synth_area_top_cells="ha_1, fa_1, xnor2_1, xor2_1, a21o_1"
export IMPL_netlist_area_leader_share_pct=27.6
export IMPL_timing_critical_path_arrival_ns=5.92
export IMPL_detailroute_via_count=1225
export IMPL_area_growth_synth_to_final_pct=81.6
export IMPL_fin_util_pct=27.1
export IMPL_post_route_worst_setup_slack_ns=5.36
export IMPL_most_common_cell="ha_1"
export IMPL_stdcell_count=305
export IMPL_timing_critical_path_from_type="input port"
export IMPL_drt_first_pass_iters=4
export IMPL_power_density_cells_nw_per_um2=45.1
export IMPL_synthesis_area_um2=1090
export IMPL_timing_hold_ws_ns=6.69
export IMPL_timing_final_setup_violations=0
export IMPL_initialDrtViolationCount=27
export IMPL_layout_clock_buffers=0
export IMPL_routed_via_density=4.02
export IMPL_max_cap_violations=0
export IMPL_grt_util_met3_pct=1.15
export IMPL_floorplanUtilization_pct=14.9
export IMPL_grt_total_usage_pct=6.15
export IMPL_synth_top_cells_by_count="ha_1, inv_1, nor2_1"
export IMPL_wire_per_inst_um=12.1
export IMPL_global_route_usage_met2_pct=10.3
export IMPL_clock_fmax_ghz=0.114
export IMPL_maxSlewViolCount=0
export IMPL_setup_tns_ns=0
export IMPL_timing_hold_worst_path_depth=5
export IMPL_floorplan_core_area_um2=7290
export IMPL_outcome="finished clean"
export IMPL_placed_area_um2=1980
export IMPL_totalWireLength_mm=3.69
export IMPL_placed_cells_incl_taps=305
export IMPL_global_route_usage_met1_pct=8.55
export IMPL_min_to="OUT[24]"
export IMPL_grt_max_degree=8
[report_power, final]
part	switching [mW]	leakage [nW]	internal, mW	total, mW
combinational	0.0311	0.832	0.0582	0.0893
clock	0	0	0	0
sequential	0	0	0	0
[routing by layer]
metal,vias up,routed length [um]
li1,639,-
met1,542,1840
met2,44,1650
met3,0,191
met4,0,0
met5,-,0
[worst max-delay path by stage]
| stage | from | endpoint | slack [ns] | cells past startpoint |
|---|---|---|---|---|
| 4_1_cts | A[8] | OUT[17] | 5.33 | 11 |
| 5_1_grt | A[1] | OUT[17] | 5.14 | 11 |
| 6_report | A[9] | OUT[17] | 5.36 | 11 |
[worst max-delay path, cell delays in order]
cell and delay, ns:
clkdlybuf4s50_1 0.40, ha_1 0.37, and4_4 0.22, nor3b_2 0.15
a22oi_2 0.26, nand2_2 0.11, a221o_1 0.34, a21o_1 0.20
fa_1 0.37, xor2_1 0.18, clkdlybuf4s50_1 0.49
[cell type report]
type	instances	area, um2
Timing Repair Buffer	77	771
Multi-Input combinational cell	118	1040
Inverter	11	41.3
Fill cell	801	5310
Tap cell	99	124
[cell families (layout without fill, tap and decap cells)]
kind of cell	after synthesis	after routing	synth area share, %
XOR/XNOR	15	15	12.1
AND/OR/NAND/NOR	29	29	14.1
buffers and inverters	12	88	4.25
multiplexers	1	1	0.919
adder cells (fa/ha/maj)	31	31	40.4
AND-OR/OR-AND	42	42	28.2
[layout by cell type, fill, tap and decap left out, types with 2 or more instances in the layout]
master           count
nor2_1              10
fa_1                 7
a211oi_2             4
xnor2_1              8
nand2_1              3
nor3_1               4
inv_1               11
nand4_1              3
a21o_1               7
o21ai_1              2
xor2_1               7
ha_1                24
a21oi_1              9
clkdlybuf4s50_1     77
o21ai_0              7
No activity file was given, so power comes from the tool's default toggle rates.
